===== /design/flow/config.mk =====
export PLATFORM = sky130hd
export DESIGN_NAME = simpleDivider
export DESIGN_NICKNAME = simpleDivider
export VERILOG_FILES = /design/flow/design.v
export SDC_FILE = /design/flow/constraint.sdc
export NUM_CORES = 4
export LEC_CHECK = 1
export CORE_AREA = 10 10 86 86
export DIE_AREA = 0 0 96 96
export SYNTH_HDL_FRONTEND = slang

===== /design/flow/constraint.sdc =====
current_design simpleDivider

set clk_period 6.3
set clk_io_pct 0.2

create_clock -name clk0 -period $clk_period [get_ports {clk100Mhz}]

set non_clock_inputs [all_inputs -no_clocks]
set_input_delay [expr $clk_period * $clk_io_pct] -clock clk0 $non_clock_inputs
set_output_delay [expr $clk_period * $clk_io_pct] -clock clk0 [all_outputs]

===== /design/flow/design.v =====
module simpleDivider(clk100Mhz, slowClk);
  input clk100Mhz;  
  output slowClk;  
  reg[27:0] counter;
  assign slowClk= counter[27];   
  initial begin
    counter = 0;
  end
  always @ (posedge clk100Mhz)
  begin
    counter <= counter + 1;  
  end
endmodule
module complexDivider(clk100Mhz, timeDelay, slowClk);
  input clk100Mhz;  
  input[27:0] timeDelay;
  output reg slowClk;  
  reg[27:0] counter;
  initial begin
    counter = 0;
    slowClk = 0;
  end
  always @ (posedge clk100Mhz)
  begin
    if(counter == timeDelay) begin
      counter <= 1;
      slowClk <= ~slowClk;
    end
    else begin
      counter <= counter + 1;
    end
  end
endmodule

===== /design/flow/run.sh =====
#!/bin/bash
# OpenROAD 26Q1-2900-gdf79404cd8, Yosys 0.63+post, stock flow scripts
make -C /OpenROAD-flow-scripts/flow DESIGN_CONFIG=/design/flow/config.mk WORK_HOME=/design/flow/orfs finish

==> impl_metrics.tcl <==
# implementation run metrics
set metrics [dict create \
    design_area_um2 1242 \
    gp_congestion 0.8144 \
    fin_worst_skew_ps 6.254 \
    warning_count 25 \
    worstReg2RegStart "counter[0]$_DFF_P_" \
    cts_buffer_depth 2 \
    post_cts_buffers 0 \
    r2r-end "counter[18]$_DFF_P_" \
    synthDominantCellAreaShare_pct 51.97 \
    clock_sinks 28 \
    crit_fanout 2 \
    finalClockPeriodUsage_pct 37.39 \
    grt_pass1_wl_um 2898 \
    grt_pass1_vias 657 \
    main_logic_family "simple AND/OR/NAND/NOR gates" \
    fin_tns_setup_ps 0 \
    critical_path.startpoint "counter[27]$_DFF_P_" \
    maxSlewViolCount 0 \
    synthesis.area_per_instance_um2 10.68 \
    muxShareOfSynthArea_pct 0 \
    cts_root_buf "sky130_fd_sc_hd__clkbuf_8" \
    crit_path_end "slowClk" \
    synthToLayoutAreaGrowth_pct 15.20 \
    critical_path_class "reg2out" \
    ctsHoldBuffers 0 \
    total_leakage_power_nw 0.3816 \
    post-route-drc-count 0 \
    yosys_warnings 0 \
    synth_adder_area_share_pct 1.160 \
    setup.worst_path.end_class "primary output" \
    grt_antenna_before_repair 0 \
    grt_remaining_overflow 0 \
    synth.largest_area_cell "sky130_fd_sc_hd__dfxtp_1" \
    final-setup-viol-count 0 \
    status "completed" \
    total_chip_power_mw 0.3155 \
    max_cap_violations 0 \
    clk_latency_ps 270 \
    power.density_cell_area_nw_per_um2 253.9 \
    yosys_cell_count 101 \
    detailedPlacementHpwl_um 1037 \
    clock_tree.htree_level_count 1 \
    ys_sh_simple_pct 24.01 \
    top_level_ports 2 \
    vias 653 \
    largest_reg_flops 28 \
    post_synth_main_area_contributors "sky130_fd_sc_hd__dfxtp_1, sky130_fd_sc_hd__xnor2_1, sky130_fd_sc_hd__nand3_1" \
    drive_above_1_share_pct 7.619 \
    global_route.usage.total_pct 3.761 \
    worst-slew-pin-transition_ps 584.4 \
    post_cts.resized_instances 0 \
    timing.critical_path.cells "clkdlybuf4s50_1" \
    tritoncts_clock_tree "done" \
    io_buffers 1 \
    clk_pin_slew_ps 100 \
    postRouteAntennaNets 0 \
    synth_area_um2 1079 \
    min_path_type "reg2reg" \
    maximum_number_of_pins_on_one_net_before_global_route_repair 17 \
    reg.largest.list "counter: 28 flops" \
    slew-limit-headroom_pct 60.75 \
    cts_buffers 3 \
    1st_iter_drt_viols 32 \
    critical_path.top_delay_family "buffers and inverters" \
    rsz0062_at_grt "no" \
    max_freq_ghz 0.4245 \
    synth.distinct_cells 17 \
    placed_area_um2 1171 \
    fin_ws_ps 3945 \
    post-route-min-period_ps 2355 \
    largest_stage_delay_on_the_critical_path_ps 470 \
    worst-r2r-cell-count 5 \
    final_layout_top_logic_cell "sky130_fd_sc_hd__dfxtp_1" \
    placement_stage_worst_setup_slack_ps 4235 \
    timing.critical_path.from_type "flop" \
    layout.cells.most_common_list "sky130_fd_sc_hd__dfxtp_1, sky130_fd_sc_hd__xnor2_1, sky130_fd_sc_hd__nand3_1" \
    regMostFlops "counter" \
    fp-utilization_pct 19.47 \
    drt_wl_total_um 1498 \
    std_cell_rows 27 \
    synth.ff_latch_count 28 \
    synth.yosys.chip_area_um2 1079 \
    design.die.area_um2 9216 \
    core_area_um2 5540 \
    routed_wire_length_per_instance_um 8.463 \
    crit_slowest_cell "sky130_fd_sc_hd__clkdlybuf4s50_1" \
    syn_inst 101 \
    postSynthSeqShare_pct 51.97 \
    drt_first_pass_iters 4 \
    die_w_um 96 \
    wp_data_required_ps 5040 \
    max-vdd-ir-drop_v 0.0001291 \
    xor_xnor_portion_of_the_synthesized_cell_area_pct 21.11 \
    die_h_um 96 \
    cp_num_cells 1 \
    worstPathArrival_ps 1100 \
    synth_compound_gate_area_share_pct 0 \
    final-hold-violation-count 0 \
    antenna-diode-count 0 \
    regToRegSetupSlack_ps 4660 \
    avgViaCountPerCell 3.689 \
    cp.buffers_inverters 1 \
]
==> per-stage QoR <==
stage          std cells  utilization [%]  hold WS [ps]
4_1_cts              177            22.43         422.0
3_5_place_dp         173            21.14         400.1
6_report             177            22.43         419.8
3_3_place_gp         173            21.14         395.6
5_1_grt              177            22.43         457.9
2_1_floorplan        101                -         383.0
==> final cells by class <==
| class | instances | area [um2] |
|---|---|---|
| Clock buffer | 3 | 41.29 |
| Clock inverter | 1 | 30.03 |
| Fill cell | 603 | 4298 |
| Inverter | 3 | 11.26 |
| Multi-Input combinational cell | 69 | 499.2 |
| Sequential cell | 28 | 560.5 |
| Tap cell | 72 | 90.09 |
| Timing Repair Buffer | 1 | 10.01 |
==> power breakdown <==
part / switching [mW] / internal [mW] / total, mW
Sequential: 0 / 0.177 / 0.177
Combinational: 0 / 0 / 0.000000121
Clock: 0.0537 / 0.0850 / 0.139
Total: 0.0537 / 0.262 / 0.315
==> worst min path at each step <==
stage                         startpoint            endpoint  slack (ps)  cells after the start
final                 counter[0]$_DFF_P_  counter[0]$_DFF_P_         420                      1
after CTS             counter[0]$_DFF_P_  counter[0]$_DFF_P_         420                      1
after global routing  counter[0]$_DFF_P_  counter[0]$_DFF_P_         460                      1
==> synth_stat cells, drive strengths merged <==
cell,count
nor3,4
nor4,1
xnor2,22
inv,3
nor2,3
and3,3
nand2,5
xor2,4
buf,1
ha,1
dfxtp,28
nand4,9
and4,2
nand3,15
==> routing by layer <==
metal / vias to the layer above / GRT usage (%) / wire length (um)
met5: - / 0 / 0
li1: 357 / - / -
met4: 0 / 0.2457 / 13
met2: 6 / 5.157 / 554
met1: 288 / 5.617 / 847
met3: 2 / 1.572 / 81
==> logic make-up after synthesis <==
logic type,count (synthesis)
xor+xnor,26
fa+ha+maj,1
buf+inv,4
flops,28
simple gates,42
Power figures rest on the tool's default switching activity, not on a simulated workload.
