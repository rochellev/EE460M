File: flow/design.v
module debouncer(clk, btn_in, btn_out);
  input clk;
  input btn_in;
  output btn_out;
  wire btn_outi;  
  d_ff d1(clk, btn_in, btn_outi);
  d_ff d2(clk, btn_outi, btn_out); 
endmodule 
module d_ff(clk, d, q);
  input clk, d;
  output reg q;
  always @(posedge clk) begin
    q <= d;
  end
endmodule
module single_pulse(clk, btn_in, pulse);
  input clk;
  input btn_in;
  output pulse;
  wire s;
  d_ff dff1(clk, btn_in, s); 
  assign pulse = btn_in & (~s);
endmodule
module bcd2dec(bcd, dec);
	input[15:0] bcd;
	output[15:0] dec;
	assign dec = bcd[15-:4] * 1000 + bcd[11-:4] * 100 + bcd[7-:4] * 10 + bcd[3-:4];
endmodule
module bcd_ctr(En, Ld, Up, Clr, Clk, D, Q, Co);
  input En, Ld, Up, Clr, Clk, D;
  wire [3:0] D;
  output Q, Co;
  reg [3:0] Q;
  reg Co;
  always@(posedge Clk, negedge Clr)
  begin
    if(~Clr) begin Q <= 4'b0000; end
    else if(Ld & En) begin
      if(D <= 4'b1001) begin
        Q <= D;
      end else begin
        Q <= 4'b1001;
      end
    end else if((~Ld) & En) begin
      if(~Up) begin
        Q <= (Q == 4'b0000)? 4'b1001: (Q - 1); 
      end else begin
        Q <= (Q == 4'b1001)? 4'b0000: (Q + 1); 
      end
    end else begin end
  end
  always@(*)
  begin
    if(Clr) begin
      if((En & Up) && (Q == 4'b1001)) begin Co <= 1'b1; end
      else if((En & (~Up)) && (Q == 4'b0000)) begin Co <= 1'b1; end
      else begin Co <= 1'b0; end
    end else begin Co <= 1'b0; end
  end
endmodule
module bcd_ctr99(En, Ld, Up, Clr, Clk, D1, D2, Q1, Q2, Co);
  input En, Ld, Up, Clr, Clk, D1, D2;
  wire [3:0] D1;
  wire[3:0] D2;
  output Q1, Q2, Co;
  wire [3:0] Q1;
  wire [3:0] Q2;
  wire Co;
  wire Co1;
  wire Co10;
  reg En10;
  always@(En, Ld, Co1)
  begin
    if(En & Ld) begin En10 <= 1'b1; end
    else if(Co1 & En) begin En10 <= 1'b1; end
    else begin En10 <= 1'b0; end
  end
  bcd_ctr dig_1(En, Ld, Up, Clr, Clk, D1, Q1, Co1);
  bcd_ctr dig_10(En10, Ld, Up, Clr, Clk, D2, Q2, Co10);
  assign Co = Co1 & Co10;	
endmodule
module simpleDivider(clk100Mhz, slowClk);
  input clk100Mhz;  
  output slowClk;  
  reg[27:0] counter;
  assign slowClk= counter[27];   
  initial begin
    counter = 0;
  end
  always @ (posedge clk100Mhz)
  begin
    counter <= counter + 1;  
  end
endmodule
module complexDivider(clk100Mhz, timeDelay, slowClk);
  input clk100Mhz;  
  input[27:0] timeDelay;
  output reg slowClk;  
  reg[27:0] counter;
  initial begin
    counter = 0;
    slowClk = 0;
  end
  always @ (posedge clk100Mhz)
  begin
    if(counter == timeDelay) begin
      counter <= 1;
      slowClk <= ~slowClk;
    end
    else begin
      counter <= counter + 1;
    end
  end
endmodule
module dec2bcd(dec, bcd);
	input[15:0] dec;
	output[15:0] bcd;
	assign bcd[15-:4] = dec / 1000;
	assign bcd[11-:4] = (dec % 1000) / 100;
	assign bcd[7-:4] = (dec % 100) / 10;
	assign bcd[3-:4] = (dec % 10);
endmodule
module proj4_7seg4(en7Seg, bcd0, bcd1, bcd2, bcd3, clk, anodes, segs, decimalPt);
  input en7Seg;
  input[3:0] bcd0, bcd1, bcd2, bcd3;
  input clk;
  wire[15:0] bcd3210;
  assign bcd3210 = {bcd3, bcd2, bcd1, bcd0};
  output reg[3:0] anodes;
  output[6:0] segs;
  output  decimalPt;
  wire clk7Seg;
  localparam[27:0] clk7SegPeriod = 166666;
  complexDivider clkDiv7Seg(clk, clk7SegPeriod, clk7Seg);  
  reg[1:0] anodeCtr;
  reg[3:0] bcdCur;
  initial begin
    anodeCtr <= 2'b00;
  end
  localparam di = 1'b1;  
  sevenSeg ss(bcdCur, di, segs, decimalPt); 
  always@(posedge clk7Seg) begin
    anodeCtr <= anodeCtr + 2'b01;
    if(!en7Seg) begin 
      anodes <= 4'hf;
      bcdCur <= bcd0;
    end else begin
      case(anodeCtr)
        2'b00: begin
          anodes <= 4'he;
          bcdCur <= bcd0;
        end
        2'b01: begin
          anodes <= 4'hd;
          bcdCur <= bcd1;
        end
        2'b10: begin
          anodes <= 4'hb;
          bcdCur <= bcd2;
        end
        2'b11: begin
          anodes <= 4'h7;
          bcdCur <= bcd3;
        end
      endcase  
    end
  end
endmodule
module bcd_ctr9999(en, ld, up, clr, clk, d, q, co);
  input en, ld, up, clr, clk, d;
  wire[15:0] d;
  output[15:0] q; 
  output co;
  wire cols99;
  wire coms99;
  wire enms99;
  assign enms99 = (en & (ld | cols99));
  bcd_ctr99 ls99(en, ld, up, clr, clk, d[3-:4], d[7-:4],  
                 q[3-:4], q[7-:4], cols99);
  bcd_ctr99 ms99(enms99, ld, up, clr, clk, d[11-:4], d[15-:4],
                 q[11-:4], q[15-:4], coms99);
  assign co = cols99 & coms99;
endmodule
module proj4_btnCtlr(btnu, btnl, btnr, btnd, sw0, sw1, clk, anodes, segs, decimalPt);
  input btnu, btnl, btnr, btnd, sw0, sw1, clk;
  output[3:0] anodes;
  output[6:0] segs;
  output decimalPt;
  wire pulse_btnu, pulse_btnl, pulse_btnr, pulse_btnd;
  wire deb_btnu, deb_btnl, deb_btnr, deb_btnd;
  wire en7Seg;
  wire[15:0] qDec;
  wire[3:0] q7Seg0;
  wire[3:0] q7Seg1;
  wire[3:0] q7Seg2;
  wire[3:0] q7Seg3;
  assign {q7Seg3, q7Seg2, q7Seg1, q7Seg0} = qDec;
  wire debClk;
  wire fastClk;
  wire halfClk;
  wire slowClk;
  localparam[27:0] debClkPeriod = 5500000;
  complexDivider debClkDiv(clk, debClkPeriod, debClk);
  debouncer debu(debClk, btnu, deb_btnu);
  debouncer debl(debClk, btnl, deb_btnl);
  debouncer debr(debClk, btnr, deb_btnr);
  debouncer debd(debClk, btnd, deb_btnd);
  single_pulse s_pu(fastClk, deb_btnu, pulse_btnu);
  single_pulse s_pl(fastClk, deb_btnl, pulse_btnl);
  single_pulse s_pr(fastClk, deb_btnr, pulse_btnr);
  single_pulse s_pd(fastClk, deb_btnd, pulse_btnd);
  localparam[27:0] fastClkPeriod = 100000;  
  localparam[27:0] halfClkPeriod = 45000000;  
  localparam[27:0] slowClkPeriod = 1;  
  complexDivider fastClkDiv(clk, fastClkPeriod, fastClk);
  complexDivider halfClkDiv(clk, halfClkPeriod, halfClk);
  complexDivider slowClkDiv(halfClk, slowClkPeriod, slowClk);
  proj4_counter p4c(pulse_btnu, pulse_btnl, pulse_btnr, pulse_btnd, 
                    sw0, sw1, fastClk, halfClk, slowClk, qDec, en7Seg);
  proj4_7seg4 p47s4(en7Seg, q7Seg0, q7Seg1, q7Seg2, q7Seg3,
                    clk, anodes, segs, decimalPt);
endmodule
module proj4_counter(pulse_btnu, pulse_btnl, pulse_btnr, pulse_btnd, sw0, sw1, fastclk, clk, slowClk, d, en7Seg);
  input pulse_btnu, pulse_btnl, pulse_btnr, pulse_btnd, sw0, sw1, fastclk, clk, slowClk;
  reg[15:0] sum;
  localparam[15:0] MAX = 9999;
  output[15:0] d;
  output en7Seg;
  reg en7SegOdd;
  reg en7SegZero;
  wire reset;
  reg resetSum = 1;
  reg resetDec = 0;
  assign reset = resetSum ^ resetDec;
  assign en7Seg = en7SegOdd && en7SegZero;
  dec2bcd d2b((sum > MAX)? MAX: sum, d);
  wire[15:0] q;
  wire[15:0] n;
  bcd2dec b2d(q, n);
  reg enDec;
  reg ld;
  localparam upDec = 0;
  localparam clrDec = 1;
  wire carryOut;  
  initial begin
    en7SegOdd <= 1;
    en7SegZero <= 1;
    enDec <= 1;
  end
  always@(posedge fastclk) begin
    ld <= 1;
    if(sw0) begin
      ld <= 1;
      sum <= 15;
    end else if(sw1) begin 
      ld <= 1;
      sum <= 185;
    end else begin
      if(pulse_btnu) begin 
        ld <= 1;
        sum <= sum + 30;
      end else if(pulse_btnl) begin 
        ld <= 1;
        sum <= sum + 120;
      end else if(pulse_btnr) begin 
        ld <= 1;
        sum <= sum + 180;
      end else if(pulse_btnd) begin 
        ld <= 1;
        sum <= sum + 300;
      end else begin
        if(d != 0) begin
            if(reset) begin 
              ld <= 0;
              sum <= n;
              resetSum <= !resetSum;
            end else begin
              ld <= ld;
              sum <= sum;
            end
        end else begin 
          ld <= 1;
          sum <= 0;
        end
      end
    end 
  end
  always@(posedge slowClk) begin
    resetDec <= !resetDec;
    if(!(sw0 || sw1)) begin
        if(d <= 16'h0181) begin 
          if(!(d & 1)) begin 
            en7SegOdd <= 1;
          end else begin 
            if(d == 0) begin
              en7SegOdd <= 1;
            end else begin
              en7SegOdd <= 0;
            end
          end
        end else begin 
          en7SegOdd <= 1;
        end
    end else begin 
        en7SegOdd <= 1;
    end
  end
  always@(posedge clk) begin
    if(d == 0) begin 
      en7SegZero <= en7SegZero ^ 1;
    end else begin
      en7SegZero <= 1;
    end
  end
  bcd_ctr9999 bc9999(enDec, ld, upDec, clrDec, slowClk, d, q, carryOut);
endmodule
module sevenSeg(n, Di, s, Do);
  input n, Di;
  wire[3:0] n;
  output s, Do;
  wire[6:0] s;
  reg[6:0] digits[0:15];
  initial begin
    digits[0] = 7'b0000001;
    digits[1] = 7'b1001111;
    digits[2] = 7'b0010010;
    digits[3] = 7'b0000110;
    digits[4] = 7'b1001100;
    digits[5] = 7'b0100100;
    digits[6] = 7'b0100000;
    digits[7] = 7'b0001111;
    digits[8] = 7'b0000000;
    digits[9] = 7'b0000100;
    digits[10] = 7'b0001000;
    digits[11] = 7'b1100000;
    digits[12] = 7'b0110001;
    digits[13] = 7'b1000010;
    digits[14] = 7'b0110000;
    digits[15] = 7'b0111000;
  end
  assign {s, Do} = {digits[n > 4'h9 ? 4'h9: n], Di};
endmodule
File: flow/run.sh
#!/bin/bash
# OpenROAD 26Q1-2900-gdf79404cd8, Yosys 0.63+post, stock flow scripts
make -C /OpenROAD-flow-scripts/flow DESIGN_CONFIG=/design/flow/config.mk WORK_HOME=/design/flow/orfs finish
File: flow/config.mk
export PLATFORM = sky130hd
export DESIGN_NAME = proj4_btnCtlr
export DESIGN_NICKNAME = proj4_btnCtlr
export VERILOG_FILES = /design/flow/design.v
export SDC_FILE = /design/flow/constraint.sdc
export NUM_CORES = 4
export LEC_CHECK = 1
export CORE_UTILIZATION = 30
export SYNTH_HDL_FRONTEND = slang
File: flow/constraint.sdc
current_design proj4_btnCtlr

set clk_period 4.0
set clk_io_pct 0.2

create_clock -name clk0 -period $clk_period [get_ports {clk}]

set non_clock_inputs [all_inputs -no_clocks]
set_input_delay [expr $clk_period * $clk_io_pct] -clock clk0 $non_clock_inputs
set_output_delay [expr $clk_period * $clk_io_pct] -clock clk0 [all_outputs]
==> flow_summary.rst <==
Flow metrics
------------

.. list-table::
   :header-rows: 1

   * - Metric
     - Value
   * - Unrepaired setup endpoints after global routing
     - no
   * - Most common reg cell
     - sky130_fd_sc_hd__dfxtp_1
   * - Crit path max fanout
     - 5
   * - Total count of hold-check failures in the final report
     - 0
   * - Number of max-slew violations in the final report
     - 0
   * - Critical path class
     - reg2reg
   * - Min Tclk post-route
     - between 2 and 2.5 ns
   * - Final design utilization
     - between 30% and 40%
   * - Total Routing Usage GR
     - 14.1%
   * - Initial Util
     - 30.5%
   * - Post-cts sizing count
     - 0
   * - Count of endpoints failing setup in the final report
     - 0
   * - Die width
     - around 230 um
   * - TritonCTS clock tree
     - yes
   * - I/O pin cnt
     - 19
   * - Worst hold margin
     - 0.451 ns
   * - Die area
     - 53,300 um^2
   * - Syn avg cell area
     - 8.01 um^2
   * - Most common library cell in the layout ignoring fill and taps
     - sky130_fd_sc_hd__dfxtp_1
   * - Hold Buf Count CTS
     - 0
   * - Maximum VDD drop
     - between 200 and 250 uV
   * - Synth Register Bits
     - 204
   * - CP Data Arrival Time
     - 2.68 ns
   * - CP top delay family
     - simple AND/OR/NAND/NOR gates
   * - Pin count of the biggest net entering global routing
     - 41
   * - Average wire per cell in the routed design
     - 14.0 um
   * - Hold Path Stages
     - 1
   * - Async SR Flop Fraction
     - 0%
   * - Summed negative setup slack over all endpoints
     - 0 ns
   * - Register-to-register setup slack
     - 1.62 ns
   * - Worst path cell trace
     - and3_1 > and3_1 > and4_1 > nand3_1 > nor2_1 > and4_1 > and2_1 > and3_1 > nand4_1 > xnor2_1
   * - Element type at the critical path start
     - register
   * - Vias per cell
     - 5.24
   * - HPWL after detailed placement
     - ~28,000 um
   * - Worst hold path type
     - reg2reg
   * - Yosys Instances
     - 1,962
   * - Most used cells in the layout excluding fill and tap cells
     - sky130_fd_sc_hd__dfxtp_1 (186), sky130_fd_sc_hd__nor2_1 (181), sky130_fd_sc_hd__nand2_1 (176), sky130_fd_sc_hd__xnor2_1 (138), sky130_fd_sc_hd__a21oi_1 (119)
   * - Insertion delay to the later sink of the worst-skew pair
     - 0.40 ns
   * - Final critical-path share of the clock period
     - 59.6%
   * - Part of the Yosys area used for sequential elements
     - 27.1%
   * - Count of endpoints without a timing constraint
     - 113
   * - Total number of placement rows
     - 83
   * - Max_cap viols
     - 0
   * - Input/output buffers
     - 17
   * - CP peak stage delay
     - about 0.40 ns
   * - First-pass GRT wire length
     - 62,800 um
   * - Area of the synthesized netlist per yosys stat
     - between 15,000 and 20,000 um^2
   * - Warning count from the yosys run
     - 0
   * - Slowest stage cell on the critical path
     - sky130_fd_sc_hd__dfxtp_1
   * - Weighted congestion reported at the end of routability-driven placement
     - a little over 0.9
   * - Non-filler cells, final
     - 2,623
   * - Tally of unique sky130hd cells used after synthesis
     - about 110
   * - CTS Root Cell
     - sky130_fd_sc_hd__clkbuf_16
   * - Biggest area cells
     - sky130_fd_sc_hd__dfxtp_1 (24%), sky130_fd_sc_hd__xnor2_1 (7.7%), sky130_fd_sc_hd__ha_1 (7.4%)
   * - Power per unit of standard cell area
     - between 150 and 200 nW/um^2
   * - Inserted Clock Buffers
     - 17
   * - Register pins left without a clock
     - about 90
   * - Post-route design area
     - 17,100 um^2
   * - Crit path capture type
     - register
   * - Syn-to-layout area delta
     - 8.98%
   * - Critical path depth in cells
     - 10
   * - Number of instances in the synthesized netlist
     - 1,962
   * - Core area
     - 51,500 um^2
   * - Required time at the endpoint of the critical path
     - 4.29 ns
   * - Deepest level of the CTS H-tree
     - 4
   * - Bufs and invs on worst path
     - 0
   * - Clock-pin slew on the worst setup and hold paths
     - 0.05 ns
   * - Cell area after placement
     - 16,500 um^2
   * - EDFF count, synth
     - 18
   * - Cell repeated most along the worst path
     - sky130_fd_sc_hd__and3_1
   * - Routed via count
     - 13,700
   * - Aggregate global routing overflow
     - 0
   * - Drt pass-1 iters
     - 5
   * - Share of final-layout standard cells stronger than drive strength 1
     - 6.54%
   * - Status
     - finished, final reports clean
   * - Largest clock skew in the final design
     - between 0.006 and 0.007 ns
   * - WL final
     - 36,800 um
   * - Die height
     - 231 um
   * - Upper clock frequency limit
     - between 400 and 500 MHz
   * - Slew at the pin closest to its max-slew limit
     - just under 0.9 ns
   * - DRC violations left
     - 0
   * - Count of warning messages emitted by the tools
     - 61
   * - Total inserted antenna cells
     - 0
   * - Number of DRC violations after detailed-routing iteration 0
     - 1,015
   * - Number of global-route vias before repair
     - between 10,000 and 15,000
   * - Post-synth top area share
     - 23.7%
   * - Lkg Pwr
     - 6.49 nW
   * - Initial antenna violation count
     - 0
   * - Max Buffers Root-to-Sink
     - 2
   * - Cell Area, Synth
     - approximately 16,000 um^2
   * - Post-synthesis cell type with the largest combined area
     - sky130_fd_sc_hd__dfxtp_1
   * - Cell count after placement
     - about 2,600
   * - Worst-case reg-to-reg path depth
     - 10
   * - Tally of nets with antenna violations remaining after routing
     - 0
   * - Post-CTS setup buffer count
     - 0
   * - Tightest slew margin relative to the limit
     - 39.9%
## sequential cells by signal, indices dropped and copies added, names as in the netlist, 2 cells and up, named ones only
register                  cells
p4c.sum                      15
halfClkDiv.counter           28
fastClkDiv.counter           28
p47s4.clkDiv7Seg.counter     28
p47s4.anodeCtr                2
p4c.bc9999.ls99.dig_1.Q       4
debClkDiv.counter            28
p4c.bc9999.ls99.dig_10.Q      4
p4c.bc9999.ms99.dig_10.Q      4
p47s4.anodes                  4
slowClkDiv.counter           28
p47s4.bcdCur                  4
p4c.bc9999.ms99.dig_1.Q       4
## worst reg2reg max path: cells and delay by family (launching register included)
family	cells	cell delay, ns
xor gates and xnor gates	1	0.14
and+or+nand+nor	9	1.75
DFF	1	0.40
## area by class of cell
class / count / area, um^2
Inverter: 100 / 375
Clock buffer: 23 / 498
Fill cell: 5305 / 34400
Timing Repair Buffer: 41 / 350
Tap cell: 680 / 851
Sequential cell: 204 / 4260
Multi-Input combinational cell: 1566 / 10700
Clock inverter: 9 / 124
## cell families (layout without fill, tap and decap cells)
group / count (synthesis) / in the layout / share of synthesized area [%]
simple gates: 743 / 743 / 23.9
compound gates: 493 / 493 / 21.7
flops: 204 / 204 / 27.1
xor+xnor: 192 / 192 / 10.7
buf+inv: 192 / 173 / 5.01
fa+ha+maj: 112 / 112 / 9.69
mux: 25 / 25 / 1.72
other cells: 1 / 1 / 0.0239
## through the flow
| step | power [W] | setup WS [ns] |
|---|---|---|
| 2_1_floorplan | 0.00120 | 1.87 |
| 3_3_place_gp | 0.00121 | 1.72 |
| 3_5_place_dp | 0.00121 | 1.68 |
| 4_1_cts | 0.00278 | 1.64 |
| 5_1_grt | 0.00283 | 1.41 |
| 6_report | 0.00274 | 1.62 |
## synthesized netlist by cell type (all sizes together), types with 19 or more instances
cell and count:
a21oi 122, and2 19, nand2 177, dfxtp 186, inv 100, a211oi 25, nand4 37, ha 93
nor2 183, a31oi 31, clkbuf 62, nor4 24, buf 30, o211ai 25, nand3 90, o22ai 20
nor3 56, and3 49, xnor2 139, o21ai 101, xor2 53
## routing by layer
layer	part of all wire (%)	track usage [%]	wire, um	vias up
met5	0	0	0	-
met4	1.1	1.76	403	0
met3	4.1	1.27	1500	29
met2	45	22.8	16700	290
met1	50	21.3	18200	6388
li1	-	-	-	7028
## where the power goes
part | switching, W | internal (W)
clock | 0.000504 | 0.00106
combinational | 0.0000110 | 0.00000881
sequential | 0 | 0.00116
total | 0.000515 | 0.00223
## final timing paths
path	end	startpoint
min	fastClkDiv.counter[0]	fastClkDiv.counter[0]
max	p47s4.clkDiv7Seg.counter[27]	p47s4.clkDiv7Seg.counter[6]
max reg2reg	p47s4.clkDiv7Seg.counter[27]	p47s4.clkDiv7Seg.counter[6]
min reg2reg	fastClkDiv.counter[0]	fastClkDiv.counter[0]
Power figures rest on the tool's default switching activity, not on a simulated workload.
